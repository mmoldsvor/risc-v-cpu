==> ./design.v <==
package cpu_package;
    typedef enum {
        ALU_ADD = 3'b000,
        ALU_SUB = 3'b001,
        ALU_AND = 3'b010,
        ALU_OR  = 3'b011
    } alu_function_t;
    typedef enum {
        R_TYPE = 0,
        I_TYPE,
        S_TYPE,
        B_TYPE,
        U_TYPE,
        J_TYPE
    } instruction_type_t;
endpackage
module data_memory #(
    parameter memory_size=64,
    parameter memory_addr_size=6
)(
    input logic clk,
    input logic write_enable,
    input logic[memory_addr_size-1:0] read_reg,
    output logic[31:0] read_data,
    input logic[memory_addr_size-1:0] write_reg,
    input logic[31:0] write_data
);
    logic[7:0] memory_block [memory_size-1:0];
    assign read_data = {memory_block[read_reg], memory_block[read_reg+1], memory_block[read_reg+2], memory_block[read_reg+3]};
    always_ff @(posedge clk) begin
        if (write_enable) begin
            memory_block[write_reg] <= write_data[31:24];
            memory_block[write_reg+1] <= write_data[23:16];
            memory_block[write_reg+2] <= write_data[15:8];
            memory_block[write_reg+3] <= write_data[7:0];
        end
    end
endmodule
==> ./run.sh <==
#!/bin/bash
# OpenROAD 26Q1-2900-gdf79404cd8, Yosys 0.63+post, stock flow scripts
make -C /OpenROAD-flow-scripts/flow DESIGN_CONFIG=/design/flow/config.mk WORK_HOME=/design/flow/orfs finish
==> ./config.mk <==
export PLATFORM = sky130hd
export DESIGN_NAME = data_memory
export DESIGN_NICKNAME = data_memory
export VERILOG_FILES = /design/flow/design.v
export SDC_FILE = /design/flow/constraint.sdc
export NUM_CORES = 4
export LEC_CHECK = 1
export CORE_UTILIZATION = 50
==> ./constraint.sdc <==
current_design data_memory

set clk_period 16.3
set clk_io_pct 0.2

create_clock -name clk0 -period $clk_period [get_ports {clk}]

set non_clock_inputs [all_inputs -no_clocks]
set_input_delay [expr $clk_period * $clk_io_pct] -clock clk0 $non_clock_inputs
set_output_delay [expr $clk_period * $clk_io_pct] -clock clk0 [all_outputs]
==> results.rst <==
Run summary
-----------

.. list-table::
   :header-rows: 1

   * - Metric
     - Value
   * - Clock slew at reported path FFs
     - 0.06 ns
   * - Result of the run
     - finished clean
   * - Post-DP HPWL
     - 203 mm
   * - Die y size
     - 314 um
   * - Total internal power
     - 0.00266 W
   * - Number of DRC violations after detailed routing
     - 0
   * - Largest buffer count on any clock path
     - 3
   * - Setup Slack @ Placement
     - 5.00 ns
   * - Clock share of power
     - 32.2%
   * - Power density relative to cell area
     - 79.6 nW/um2
   * - Total routing resource utilization after global routing
     - 61.8%
   * - Proportion of power drawn by combinational gates
     - 28.3%
   * - Kind of start point of the critical path
     - input pin
   * - Leakage Power
     - 18.1 nW
   * - Tightest slew margin relative to the limit
     - 28.6%
   * - Antenna-violating nets left
     - 0
   * - Detailed-router iteration count before antenna repair
     - 11
   * - Chain of cells forming the critical path
     - buf_6 -> inv_2 -> ha_4 -> buf_4 -> and2_1 -> buf_4 -> nand2_1 -> o22ai_1 -> o41ai_1 -> buf_4 -> a222oi_1 -> clkdlybuf4s50_1
   * - Chip area from the yosys synthesis statistics
     - 48800 um2
   * - Routed WL
     - 287 mm
   * - Cell with the largest stage delay on the worst path
     - ha_4
   * - First-pass GRT wire length
     - 386 mm
   * - Final Hold Violating Endpoints
     - 0
   * - Min-delay worst type
     - input pin to flip-flop
   * - Required arrival time at the worst endpoint
     - 13.04 ns
   * - I/O Buffers
     - 77
   * - Maximum level of the CTS H-tree
     - 2
   * - Syn Area/Cell
     - 9.85 um2
   * - Core utilization before placement
     - 50.5%
   * - Largest reg by FF count
     - memory_block
   * - Via count of the first global-routing pass
     - 46400
   * - Yosys reg bits
     - 512
   * - Count of different cell masters after synthesis
     - 97
   * - Count of synthesis-stage warnings from yosys
     - 1
   * - Quantity of gates resized following cts
     - 0
   * - Critical path fanouts, max
     - 58
   * - Detailed-route via count
     - 49700
   * - Share of post-route cells with drive strength above 1
     - 18.4%
   * - Drt wl/cell
     - 47.6 um
   * - Layout fillers
     - 8510
   * - Clock sinks
     - 512
   * - Number of antenna violations at the first check in global routing
     - 23
   * - CP Capture Type
     - output pin
   * - Cycle use final
     - 69.8%
   * - Top delay family on crit path
     - buffers and inverters
   * - Area of combinational cells with multiple inputs
     - 30700 um2
   * - Inst Count DP
     - 5890
   * - Final critical delay including setup and external delays
     - 11.37 ns
   * - Yosys cell count
     - 4953
   * - Critical path type
     - input pin to output pin
   * - Post-CTS repair timing setup buffer count
     - 0
   * - Tool Warnings
     - 31
   * - Post-route setup TNS
     - 0 ns
   * - Sequential cell fraction of total power
     - 39.5%
   * - Clock root cell
     - clkbuf_16
   * - Number of slew-limit violations in the final report
     - 0
   * - Switching power summed over all nets
     - 0.00146 W
   * - Synthesized instance count
     - 4953
   * - Count of hold-fix buffers inserted at cts
     - 0
   * - Die Width
     - 314 um
   * - Number of violations reported at the end of detailed-routing iteration 0
     - 7783
   * - Maximum frequency from static timing analysis
     - 87.9 MHz
   * - TritonCTS clock tree
     - done
   * - Row count
     - 114
   * - Fin util
     - 53.5%
   * - Via-per-instance ratio
     - 8.25
   * - Final GP Congestion
     - 1.14
   * - Most used cell, CP
     - buf_4
   * - Post-route insts no fill
     - 6021
   * - Number of buffers created by CTS
     - 61
   * - Setup violations, final
     - 0
   * - Seq share, synth
     - 31.5%
   * - Largest registers
     - memory_block x512
   * - Core Box Area
     - 96700 um2
   * - Worst Max-Slew Pin Slew
     - 1.06 ns
   * - Stage delay of the slowest cell on the critical path
     - 0.83 ns
   * - Storage element area
     - 15400 um2
   * - Max FFs per register
     - 512
   * - Dominant register cell
     - edfxtp_1
   * - Combined buffer and inverter count along the critical path
     - 6
   * - Cell Area, Synth
     - 48800 um2
   * - Switching Fraction
     - 35.5%
   * - Setup slack after layout
     - 4.93 ns
   * - WP data arrival
     - 8.11 ns
   * - MaxCap Viol Count
     - 0
   * - EDFF count, synth
     - 512
   * - Area growth from synthesis to final layout
     - 6.03%
   * - Residual overflow from global routing
     - 0
   * - Setup repair after global routing missed its margin
     - false
   * - Maximum number of pins on one net before global-route repair
     - 104
   * - Share of synthesized registers carrying an async set or reset
     - 0%
   * - Peak supply drop
     - 75.3 uV
   * - Area of the chip
     - 98800 um2
   * - Number of placed I/O pins
     - 78
[through the flow]
step | total power, W | area [um2] | hold WS (ns)
finish | 0.00412 | 51700 | 3.13
global route | 0.00414 | 51700 | 3.13
CTS | 0.00401 | 51700 | 3.10
detailed placement | 0.00272 | 49900 | 3.81
global placement | 0.00272 | 49900 | 3.81
floorplan | 0.00226 | 48800 | 3.63
[cell families (layout without fill, tap and decap cells)]
| family | Yosys count | count (layout) | share of synthesized area [%] |
|---|---|---|---|
| xor gates and xnor gates | 26 | 26 | 0.628 |
| muxes | 842 | 842 | 28.5 |
| and+or+nand+nor | 1454 | 1454 | 13.0 |
| adders and majority gates | 6 | 6 | 0.154 |
| AOI/OAI and AO/OA | 1494 | 1494 | 20.3 |
| DFF | 512 | 512 | 31.5 |
| other | 0 | 21 | 0 |
| buffers and inverters | 619 | 390 | 5.86 |
[Yosys cell counts, types with 9 or more instances]
master	count	area (um2)
a32oi_1	98	858
nand2_1	695	2610
and2_0	14	87.6
xor2_1	10	87.6
o21ai_1	12	60.1
clkbuf_1	327	1230
nor3_2	11	110
mux2_2	17	191
xnor2_1	10	87.6
a211oi_1	53	398
a222oi_1	19	190
nand2b_1	21	131
nand4_1	47	294
and3_1	20	125
a31oi_1	104	651
a21oi_1	331	1660
edfxtp_1	512	15400
a21oi_2	9	78.8
and2_1	38	238
o31ai_1	115	863
nand3b_1	11	82.6
mux4_2	435	9800
nor3_1	25	125
a221oi_1	73	639
inv_1	11	41.3
o21ai_0	181	906
a22oi_1	47	353
buf_4	57	428
buf_6	16	180
o22ai_1	349	2180
nor2b_1	9	56.3
nor2_2	10	62.6
buf_1	39	146
mux2i_1	388	3880
nand2_2	21	131
nand3_1	106	531
buf_2	161	806
nor2_1	390	1460
[final cells by class]
type | instances | share of cell area (%)
Timing Repair Buffer | 263 | 4.03
Clock buffer | 78 | 3.07
Inverter | 17 | 0.123
Sequential cell | 512 | 29.7
Clock inverter | 32 | 0.455
Multi-Input combinational cell | 3822 | 59.4
Tap cell | 1276 | 3.09
Antenna cell | 21 | 0.102
[routing by layer]
| metal | GRT usage [%] | routed length (um) | vias up |
|---|---|---|---|
| li1 | - | - | 19200 |
| met1 | 73.3 | 90300 | 23800 |
| met2 | 71.4 | 104000 | 5338 |
| met3 | 57.4 | 66300 | 1198 |
| met5 | 51.2 | 6830 | - |
| met4 | 27.8 | 19800 | 132 |
[final timing paths]
path                           start                   to  slack (ns)  cells after the start
worst max-delay path     read_reg[1]        read_data[17]        4.93                     12
worst min-delay path  write_data[29]  memory_block[30][5]        3.13                      3
[layout by cell type, fill, tap and decap left out, types with 40 or more instances in the layout]
master,Yosys,layout
a32oi_1,98,98
o22ai_1,349,348
o31ai_1,115,115
mux2i_1,388,387
a31oi_1,104,104
a211oi_1,53,53
nand2_1,695,695
a221oi_1,73,73
a21oi_1,331,331
nand3_1,106,106
edfxtp_1,512,512
buf_4,57,203
a22oi_1,47,46
mux4_2,435,435
clkbuf_16,0,61
nand4_1,47,47
clkdlybuf4s50_1,0,40
o21ai_0,181,180
nor2_1,390,386
[power groups by stage]
stage	sequential, W	combinational (W)	clock (W)
after CTS	0.00160	0.00110	0.00131
after global routing	0.00161	0.00118	0.00136
final	0.00162	0.00117	0.00133
No activity file was given, so power comes from the tool's default toggle rates.
