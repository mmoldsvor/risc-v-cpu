==> flow/design.v <==
package cpu_package;
    typedef enum {
        ALU_ADD = 3'b000,
        ALU_SUB = 3'b001,
        ALU_AND = 3'b010,
        ALU_OR  = 3'b011
    } alu_function_t;
    typedef enum {
        R_TYPE = 0,
        I_TYPE,
        S_TYPE,
        B_TYPE,
        U_TYPE,
        J_TYPE
    } instruction_type_t;
endpackage
module program_counter(
    input logic clk,
    input logic reset_n,
    input logic pc_select,
    input logic[31:0] branch_offset,
    output logic[31:0] pc
);
    logic[31:0] pc_next;
    logic[31:0] pc_normal, pc_branch;
    always_ff @(posedge clk, negedge reset_n) begin
        if (!reset_n)
            pc <= 0;
        else
            pc <= pc_next;
    end
    assign pc_normal = pc + 4;
    assign pc_branch = pc + branch_offset;
    assign pc_next = pc_select ? pc_branch : pc_normal;
endmodule
==> flow/run.sh <==
#!/bin/bash
# OpenROAD 26Q1-2900-gdf79404cd8, Yosys 0.63+post, stock flow scripts
make -C /OpenROAD-flow-scripts/flow DESIGN_CONFIG=/design/flow/config.mk WORK_HOME=/design/flow/orfs finish
==> flow/config.mk <==
export PLATFORM = sky130hd
export DESIGN_NAME = program_counter
export DESIGN_NICKNAME = program_counter
export VERILOG_FILES = /design/flow/design.v
export SDC_FILE = /design/flow/constraint.sdc
export NUM_CORES = 4
export LEC_CHECK = 1
export CORE_UTILIZATION = 50
==> flow/constraint.sdc <==
current_design program_counter

set clk_period 7.0
set clk_io_pct 0.2

create_clock -name clk0 -period $clk_period [get_ports {clk}]

set non_clock_inputs [all_inputs -no_clocks]
set_input_delay [expr $clk_period * $clk_io_pct] -clock clk0 $non_clock_inputs
set_output_delay [expr $clk_period * $clk_io_pct] -clock clk0 [all_outputs]
==> impl_metrics.toml <==
# implementation run metrics
[worst_setup_path]
timing.rr.start = "pc[0]$_DFFE_PN0P_"
endpoint = "pc[30]$_DFF_PN0_"
setup.worst_path.class = "primary input to flop"
rrSetupSlack_ps = 4290
r2r_cells = 11
worstPathMaxFanout = 3
crit_path_start_kind = "primary input"
reg2reg_to = "pc[30]$_DFF_PN0_"
cp.arrival_ps = 4090
worst_setup_path_end_kind = "flop"
crit_start = "branch_offset[0]"
cp.required_ps = 7180

[sta]
finalHoldViolations = 0
slew_headroom = 0.602
fmax_ghz = 0.256
period_used_share = 0.559
tns_ps = 0
post-route-min-period_ps = 3910
tightest_slew_ps = 595
fin_skew_ps = 5.89
slew_viol_final = 0
rsz0062_at_grt = "false"
final-setup-viol-count = 0

[floorplan]
die_y_um = 85.1
fp.dieW_um = 85.1
chip_area_um2 = 7250
rows = 29
core_area_um2 = 6490
boundaryPins = 67
initCoreUtil = 0.532

[pwr]
vdd_ir_drop_max_v = 0.000203
power.total_uw = 1870
p_leak_uw = 0.00178
power_density_nw_per_um2 = 441

[routing]
wl_um = 8730
antenna_left = 0
route.detailed.drc = 0
avgRoutedWirePerCell_um = 15.4
num_vias = 3291
n_antenna_cell = 0
firstDrtPassIters = 4
post_drt_via_cell_ratio = 5.80
first_iter_violations = 215

[worst_hold_path]
min_path_cells = 1
hold_path.class = "flop to flop"
min_from = "pc[31]$_DFF_PN0_"

[logic_synthesis]
yosys_warnings = 1
avgSynthCellArea_um2 = 7.96
post_synth_num_cell_types = 60
flop_cell = "dfrtp_1"
edf_count = 0
ys_chip_area_um2 = 3460
netlist_area_um2 = 3460
synthArstFlopShare = 1.00
ys_seq_frac = 0.232
ys_cells = 434
synth_flops = 32
synthCells = 434

[layout]
largest_reg_flops = 32
design_area_um2 = 4240
reg_top3 = "pc x32"
drive_gt1_frac = 0.0510
lay_top_count = "clkdlybuf4s50_1"
area_growth_pct = 22.6
final_cell_mix = "66 x clkdlybuf4s50_1, 46 x nand2_1, 44 x a21oi_1, 33 x nor2_1"
top_register = "pc"

[cts]
cts_tree = "yes"
cts_buffers = 5
cts_htree_levels = 2
root_buffer = "clkbuf_8"
cts_setup_buffers = 0
insertion_delay_ps = 280
clk_path_buf_depth = 2
cts.repair.resized = 0
ctsHoldBuffers = 0
cts_sinks = 32
cts.clk_slew.worst_paths_ps = 60

[placed_design]
io_buffers = 66
dpl_cell_area_um2 = 4150
dp_hpwl_um = 6740
gp_congestion = 0.935

[flow_run]
drv_cap = 0
warning_count = 26

[global_route]
grt_antenna_before_repair = 0
grt_pass1_wl_um = 14900
grt_use_total = 0.261
grt_max_degree = 35
grt_pass1_vias = 3146
grt_overflow = 0

[status]
status = "completed"
==> synth_stat cells, types with 6 or more instances <==
| cell type | instances | area (um2) |
|---|---|---|
| buf_2 | 8 | 40.0 |
| dfrtp_1 | 32 | 801 |
| o21ai_0 | 21 | 105 |
| o21ai_1 | 15 | 75.1 |
| a21o_1 | 15 | 113 |
| a21oi_1 | 44 | 220 |
| clkbuf_1 | 12 | 45.0 |
| and3_1 | 6 | 37.5 |
| xor2_1 | 26 | 228 |
| nand3_1 | 21 | 105 |
| nand2_1 | 46 | 173 |
| nor2_1 | 33 | 124 |
| xnor2_1 | 27 | 236 |
| inv_1 | 12 | 45.0 |
| ha_1 | 32 | 400 |
| nand4_1 | 12 | 75.1 |
==> critical path, cell delays in order <==
cell	delay [ps]
clkdlybuf4s50_1	460
ha_1	200
inv_1	70
fa_1	400
and2b_1	230
o2111ai_1	130
a211o_1	310
a21oi_1	200
o211ai_1	160
a21oi_1	200
nor4b_1	70
a311oi_1	260
==> worst min-delay path by stage <==
stage,end,slack (ps)
after CTS,pc[31]$_DFF_PN0_,480
after global routing,pc[31]$_DFF_PN0_,490
final,pc[31]$_DFF_PN0_,480
==> per-layer routing <==
| layer | vias up | track usage | wire length [um] |
|---|---|---|---|
| met3 | 15 | 0.0316 | 405 |
| met4 | 0 | 0.0462 | 170 |
| met5 | - | 0 | 0 |
| met2 | 92 | 0.394 | 3790 |
| met1 | 1503 | 0.418 | 4360 |
| li1 | 1681 | - | - |
==> report_power, final <==
group | leakage, uW | internal (uW) | total, uW | switching [uW]
clock | 0.0000455 | 80.2 | 149 | 69.2
combinational | 0.00136 | 641 | 1290 | 654
sequential | 0.000373 | 281 | 423 | 142
total | 0.00178 | 1000 | 1870 | 865
==> kinds of logic after synthesis <==
group	Yosys count	synth area share
multiplexers	4	0.0119
flip-flops	32	0.232
AND/OR/NAND/NOR	144	0.207
AND-OR/OR-AND	135	0.255
XOR/XNOR	53	0.134
buffers and inverters	33	0.0387
adder cells (fa/ha/maj)	33	0.122
==> layout make-up <==
class,count,area (um2)
clock buffer,8,90.1
fill,565,2260
inverter,12,45.0
multi-input combinational,369,2520
sequential,32,801
tap,77,96.3
timing repair buffer,69,683
==> per-stage QoR <==
stage,setup slack [ps],hold slack (ps),cells,utilization
floorplan,3540,425,434,-
global placement,2910,462,559,0.638
detailed placement,2770,468,559,0.638
CTS,3080,482,567,0.652
global route,2830,491,567,0.652
finish,3090,478,567,0.652
Power and IR drop assume default switching activity.
